### flow/run.sh
#!/bin/bash
# OpenROAD 26Q1-2900-gdf79404cd8, Yosys 0.63+post, stock flow scripts
make -C /OpenROAD-flow-scripts/flow DESIGN_CONFIG=/design/flow/config.mk WORK_HOME=/design/flow/orfs finish
### flow/config.mk
export PLATFORM = sky130hd
export DESIGN_NAME = segundero
export DESIGN_NICKNAME = segundero
export VERILOG_FILES = /design/flow/design.v
export SDC_FILE = /design/flow/constraint.sdc
export NUM_CORES = 4
export LEC_CHECK = 1
export CORE_UTILIZATION = 30
### flow/constraint.sdc
current_design segundero

set clk_period 1.5
set clk_io_pct 0.2

create_clock -name clk0 -period $clk_period [get_ports {clk}]

set non_clock_inputs [all_inputs -no_clocks]
set_input_delay [expr $clk_period * $clk_io_pct] -clock clk0 $non_clock_inputs
set_output_delay [expr $clk_period * $clk_io_pct] -clock clk0 [all_outputs]
### flow/design.v
module segundero(
						input button,
						input clk,
						output [7:0]HEX1,
						output [7:0]HEX0);
wire [25:0]sum;
wire [25:0]Q;
wire s,rst;
wire b,clo;
assign b = ~button;
comp18 c1(.n(Q), .s(s));
mux m1(.a(s), .b(b),.selec(b), .s(rst));
reg18 r1(.clk(clk), .D(sum), .Q(Q),.rst(rst));
assign sum= Q+1;
wire [7:0]sum1;
wire [7:0]Q1;
wire s1,rst1;
comp8 c8(.n(Q1), .s(s1));
mux m2(.a(s1), .b(b), .selec(b), .s(rst1));
reg8 r2(.clk(s), .D(sum1), .Q(Q1),.rst(rst1) );
assign sum1 =Q1+1;
toHex0 hex0(.num(Q1),.HEX0(HEX0));
toHex1 hex1(.num(Q1),.HEX1(HEX1));
endmodule
module toHex0(input [5:0]num,
					output reg [7:0]HEX0);
always @ (*)
begin
if(num==0 || num ==10 || num == 20 || num==30 || num==40 || num==50)
	HEX0=8'b11000000;
else if(num==1 || num ==11 || num == 21 || num==31 || num==41 || num==51)
	HEX0=8'b11111001;
else if(num==2 || num ==12 || num == 22 || num==32 || num==42 || num==52)
	HEX0=8'b10100100;
else if(num==3 || num ==13 || num == 23 || num==33 || num==43 || num==53)
	HEX0=8'b10110000;
else if(num==4 || num ==14 || num == 24 || num==34 || num==44 || num==54)
	HEX0=8'b10011001;
else if(num==5 || num ==15 || num == 25 || num==35 || num==45 || num==55)
	HEX0=8'b10010010;
else if(num==6|| num ==16 || num == 26 || num==36 || num==46 || num==56)
	HEX0=8'b10000010;
else if(num==7 || num ==17 || num == 27 || num==37 || num==47 || num==57)
	HEX0=8'b11111000;
else if(num==8 || num ==18 || num == 28 || num==38 || num==48 || num==58)
	HEX0=8'b10000000;
else if(num==9 || num ==19 || num == 29 || num==39 || num==49 || num==59)
	HEX0=8'b10011000;
end
endmodule
module toHex1(	input [5:0]num,
					output reg[7:0]HEX1);
always @ (*)
begin
	if (num==0 || num == 1||num==2||num==3||num==4||num==5||num==6||num==7||num==8||num==9)
		HEX1=8'b11000000;
	else if(num==10 || num == 11||num==12||num==13||num==14||num==15||num==16||num==17||num==18||num==19)
		HEX1=8'b11111001;
	else if(num==20 || num == 21||num==22||num==23||num==24||num==25||num==26||num==27||num==28||num==29)
		HEX1=8'b10100100;
	else if(num==30 || num == 31||num==32||num==33||num==34||num==35||num==36||num==37||num==38||num==39)
		HEX1=8'b10110000;
	else if(num==40 || num == 41||num==42||num==43||num==44||num==45||num==46||num==47||num==48||num==49)
		HEX1=8'b10011001;
	else if(num==50 || num == 51||num==52||num==53||num==54||num==55||num==56||num==57||num==58||num==59)
		HEX1=8'b10010010;
end
endmodule
module reg18(
				input clk,
				input rst,
				input [25:0]D,
				output reg [25:0]Q);
always @ (posedge clk or posedge rst)
	if (rst)
		Q<=26'd0;
	else 
		Q<=D;
endmodule
module reg8(
				input clk,
				input rst,
				input [7:0]D,
				output reg [7:0]Q);
always @ (posedge clk or posedge rst)
	if (rst)
		Q<=26'd0;
	else 
		Q<=D;
endmodule
module mux(	input a,
				input b,
				input selec,
				output reg s);
always @ (*)
	begin
		case(selec)
			1'b0: s=a;
			1'b1: s=b;
		endcase
	end
endmodule
module comp18(
				input [25:0]n,
				output reg s);
always @ (*)
begin
if (n==50000000)
	s=1;
else 
	s=0;
end
endmodule
module comp8(
				input [7:0]n,
				output reg s);
always @ (*)
begin
if (n==60)
	s=1;
else 
	s=0;
end
endmodule
==> results.txt <==
Flow results follow.

The area fraction of the dominant cell type after synthesis is 31.95%. In this run the static leakage power is 1.346 nW. The end point of the critical path is r1.Q[15]. In this run, post-CTS hold repair placed 0 buffers. The placed instances occupy a cell area of 2954 sq um. STA lists the endpoint of the worst register-to-register path as r1.Q[15]. The largest voltage drop on the vdd net is 828.5 uV.

The clock latency of the later-clocked register in the worst-skew pair is 260 ps. Nets still carrying antenna violations after routing amount to 0. The main flop type after synthesis is dfrtp_1.

The critical-path cell with the highest stage delay is dfrtp_1. The count of H-tree levels built during CTS is 1. The violation count after the first detailed-route iteration is 166. The clock tree buffer depth is 2. In this run the standard cell core region covers 8636 sq um. The worst setup path is launched from a flip-flop. Summed over all nets, the half-perimeter wirelength after detailed placement is 3.658 mm. Entering global routing, the biggest net connects 29 pins. The signal arrival time at the worst endpoint is 1610 ps. In the log, the iteration count for the first detailed-route pass is 4.

The synthesized flop and latch total is 47. The wire length recorded after detailed routing is 5.022 mm. The worst hold path class is flip-flop to flip-flop. The combined area of all synthesized cells is 2663 sq um. The clock slew at the register clock pins of the worst setup and hold paths is 80 ps. In the post-synthesis netlist, the biggest area contributors are dfrtp_1, dlxtn_1, xnor2_1. Synthesis produced 277 cells. In the routed layout, each cell is associated on average with a via count of 5.153. From bottom edge to top edge, the die measures 96.21 um. TritonCTS built the clock tree.

Timing would allow up to 0.7059 GHz. The count of standard-cell rows is 34. The worst reg-to-reg setup slack is 80 ps. Post-synthesis, Yosys gives the total cell area as 2663 sq um. The number of max-cap violations is 0. The number of cells in the yosys synthesis report is 277.

The global routing usage summed across all routing layers is 11.98%. The pin closest to its max-slew limit shows a slew of 879.6 ps. The initial antenna violation count is 0. Per STA, the worst path is made up of and4_4 > and4_4 > and3_4 > and4_1 > xor2_1.

By instance count, the cell type seen most on the critical path is and4_4. The stage delay of the slowest cell on the critical path is 360 ps. The die is 96.21 um wide. The run finished with clean final reports. Port buffering added 15 buffers. The worst setup path is captured at a flip-flop. From the final report, the count of setup violators was given as 0.

By count the netlist is led by dfrtp_1, nand2_1, xnor2_1, nand3_1, dlxtn_1. The launch point of the worst reg-to-reg path is r1.Q[5]. The initial cell density of the core is 30.83%. The number of global-route vias before repair is 1830. Sorting the Yosys area breakdown by cell type puts at the top dfrtp_1. Antenna repair during routing inserted a diode count of 0. The first global-routing pass estimated 8.769 mm of wire. The total power per unit cell area is 385.6 nW/um^2. The max-slew check reports its worst relative slack as 41.36%.

Yosys reported that registers with async set or reset make up 72.34%. For reference, the critical path is launched at r1.Q[5]. The final non-filler cell area is 3019 sq um. Per the synthesis report, the number of distinct cell types is 71.

Looking at the clock tree report, the root buffer type is clkbuf_8. Counting cells, the worst reg-to-reg path comes to 5. Max fanout on the critical path was recorded as 4. The fraction of final layout cells sized beyond drive strength 1 is 13.36%. The post-layout total power is 0.001164 W.

The critical path is of the flip-flop to flip-flop type. Across all layers, the routed design uses 2061 vias. The timer found 21 register pins that no clock reaches; their paths are not timed. The detailed-route DRC error count is 0. Of the available clock period, the critical path in the final layout requires 94.45%. The chip area is 9256 sq um. The number of synthesized flops with an enable pin is 0. Setup repair after global routing left no endpoint under its margin. Between the synthesized netlist and the finished layout, the area growth was recorded as 13.39%.

The final-layout setup total negative slack is 0 ps. The most repeated cell in the gate-level netlist after synthesis is dfrtp_1. The max-slew violation count is 0. The synthesis log from Yosys contains 43 warnings. The number of unconstrained endpoints is 35. The number of clock buffers inserted by TritonCTS is 3. The count of final hold-check violations is 0. The number of OpenROAD warnings is 29. The shortest clock period the worst path allows after layout is 1417 ps.

The clock arrives with 2.248 ps of skew. The average cell area after synthesis is 9.612 sq um. The wire length per cell after detailed routing is 12.56 um.

The critical path required time is 1690 ps. The number of top-level design ports is 18. The final estimated routing congestion in global placement is 0.7990. The final global-route overflow total is 0.
-- critical path, delay by kind of cell, from the launching register on --
| kind | cells | cell delay, ps |
|---|---|---|
| AND/OR/NAND/NOR | 4 | 850 |
| flip-flops | 1 | 360 |
| XOR/XNOR | 1 | 130 |
-- registers in the layout (all words and copies together) (netlist names) --
signal / flops
hex1.HEX1: 6
r2.Q: 8
r1.Q: 26
hex0.HEX0: 7
-- layout make-up --
cell class,instances,area [sq um]
fill,846,5617
tap,108,135.1
clock buffer,4,55.05
inverter,8,30.03
sequential,47,1046
timing repair buffer,30,275.3
multi-input combinational,203,1478
-- cell usage in the layout (no fill, tap or decap), types with 4 or more instances in the layout --
cell type,synthesis,routed
o21ai_0,10,10
inv_1,6,6
nor2_1,10,10
clkbuf_8,0,4
nor3_1,9,9
a21oi_1,8,8
o22ai_1,4,4
dlxtn_1,13,13
dfrtp_1,34,34
buf_4,7,14
xnor2_1,21,21
clkdlybuf4s50_1,0,15
nand4_1,8,8
and4_1,6,4
ha_1,6,6
xor2_1,10,10
and3_1,9,7
nand2_1,22,22
nand3_1,14,14
-- cells by family (layout without fill, tap and decap cells) --
group,after synthesis,in the layout,synth area share (%)
compound gates,52,52,15.41
flops,34,34,31.96
mux,5,5,2.161
buf+inv,28,42,6.202
xor+xnor,31,31,10.20
fa+ha+maj,6,6,2.819
other cells,1,2,0.1408
latches,13,13,7.331
simple gates,107,107,23.78
-- timing repair --
action                     4_1_cts  5_1_grt
setup buffers                    0        0
setup endpoints to repair        0        7
gates resized                    0        4
hold endpoints to repair         0        0
-- report_power, final --
group | internal (W) | switching (W)
Clock | 0.000234 | 0.000201
Combinational | 0.0000106 | 0.0000185
Sequential | 0.000700 | 0
Total | 0.000945 | 0.000220
-- worst min path at each step --
stage / from / end / slack, ps / cells past startpoint
5_1_grt: r1.Q[23] / r1.Q[23] / 490 / 1
6_report: r1.Q[15] / r1.Q[15] / 470 / 1
4_1_cts: r1.Q[23] / r1.Q[23] / 470 / 1
-- routing by layer --
metal  global-route usage (%)  vias up  routed length (um)
met5                        0        -                   0
met4                   0.9950        0                  31
met3                    1.365        4                 185
met2                    16.31       42                2169
met1                    21.04      978                2636
li1                         -     1037                   -
-- metrics by stage --
stage / std cells / utilization [%] / hold WS (ps) / worst slack (ps)
after CTS: 400 / 34.85 / 469.3 / 27.80
after detailed placement: 396 / 34.21 / 450.5 / 36.39
after global placement: 396 / 34.21 / 450.0 / 50.92
final: 400 / 34.96 / 468.1 / 83.29
after floorplan: 278 / - / 333.6 / 10.34
after global routing: 400 / 34.96 / 492.5 / 3.678
Power figures rest on the tool's default switching activity, not on a simulated workload.
