==> ./design.v <==
module ALUControlMips( input  [5:0] bit3126,
							  input  [5:0] bit50,
							  output [2:0] selec);
wire ADDwi, SLTwi, ADDIUwi, LWwi, ADDIwi, BEQwi, SWwi, SUBwi, ANDwi, ORwi, Jwi;
wire addw, subw, one, two, zero;
identifyOpMips id(.A(bit3126), .B(bit50),.ADD(ADDwi), .SLT(SLTwi), .ADDIU(ADDIUwi), .LW(LWwi), .ADDI(ADDIwi), .BEQ(BEQwi), .SW(SWwi), .SUB(SUBwi), .AND(ANDwi), .OR(ORwi), .J(Jwi));
assign addw = ADDwi | ADDIUwi | LWwi | ADDIwi | SWwi;
assign subw = BEQwi | SUBwi;
assign one = addw| subw | SLTwi;
assign two = subw | SLTwi ;
assign zero=  SLTwi | ORwi;
assign selec[0] = zero;
assign selec[1] = one;
assign selec[2] = two;
endmodule
module ALUMips(
    input  [31:0]A,
    input  [31:0]B,
    input  [2:0]selMux,
    output reg zero,
    output reg[31:0]R);
always @ (*)
 begin
  case(selMux)
   3'b000: R = A&B;
   3'b001: R = A|B;
   3'b010: R = A+B;
   3'b110: R = A-B;
   3'b111: R = A<B ;
  endcase
 end
 always @ (*)
	begin
	if (R == 0)
		zero = 1;
	else 
		zero = 0;
	end
endmodule
module ReducirBitMips(
       input [31:0]num,
       output [4:0] numo);
 assign numo = num[4:0];
endmodule
module RegistersMips(
						input clk,
						input [4:0] readAddress1,
						input [4:0] readAddress2,
						input [4:0] writeAddress,
						input [31:0] writeData,
						input writeEnable,
						input rst,
						output [31:0] readData1,
						output [31:0] readData2);
  reg[31:0] register[31:0];
  always @ (posedge clk or posedge rst)
   begin
    if (rst)
		begin
		  register[0] = 0;
		  register[1] = 0;
		  register[2] = 0;
		  register[3] = 0;
		  register[4] = 0;
		  register[5] = 0;
		  register[6] = 0;
		  register[7] = 0;
		  register[8] = 0;
		  register[9] = 0;
		  register[10] = 0;
		  register[11] = 0;
		  register[12] = 0;
		  register[13] = 0;
		  register[14] = 0;
		  register[15] = 0;
		  register[16] = 0;
		  register[17] = 0;
		  register[18] = 0;
		  register[19] = 0;
		  register[20] = 0;
		  register[21] = 0;
		  register[22] = 0;
		  register[23] = 0;
		  register[24] = 0;
		  register[25] = 0;
		  register[26] = 0;
		  register[27] = 0;
		  register[28] = 0;
		  register[29] = 0;
		  register[30] = 0;
		  register[31] = 0;
    end
	  else if(writeEnable)
     begin
		register[writeAddress] <= writeData;
     end
   end
  assign readData1 = register[readAddress1];
  assign readData2 = register[readAddress2];
endmodule
module bitExtMips(
     input  [15:0]num,
     output [31:0]numo);
assign numo[15:0] = num;
assign numo[16]= num[15];
assign numo[17]= num[15];
assign numo[18]= num[15];
assign numo[19]= num[15];
assign numo[20]= num[15];
assign numo[21]= num[15];
assign numo[22]= num[15];
assign numo[23]= num[15];
assign numo[24]= num[15];
assign numo[25]= num[15];
assign numo[26]= num[15];
assign numo[27]= num[15];
assign numo[28]= num[15];
assign numo[29]= num[15];
assign numo[30]= num[15];
assign numo[31]= num[15];
endmodule
module controlMips (
                     input [5:0]in3126,
                     input [5:0]in50,
							output Mult,
                     output RegDst,
                     output Branch,
                     output MemRead,
                     output MemtoReg,
                     output MemWrite,
                     output ALUSrc,
                     output RegWrite,
                     output Jump);
wire add, slt, addiu, lw, addi, beq, sw, sub,annd, orr, j,m;
identifyOpMips io(.A(in3126), .B(in50),.ADD(add),.mult(m),.SLT(slt), .ADDIU(addiu), .LW(lw), .ADDI(addi), .BEQ(beq), .SW(sw), .SUB(sub), .AND(annd), .OR(orr), .J(j));
assign RegDst   = add | slt | sub | annd | orr;
assign Branch   = beq;
assign MemRead  = lw;
assign MemtoReg = lw;
assign MemWrite = sw;
assign ALUSrc = addiu | lw | addi | sw;
assign RegWrite = add | slt | addiu | lw | addi | sub | annd | orr | Mult;
assign Jump     = j;
assign Mult = m;
endmodule
module dataMemoryMips(
                        input [4:0]   address,
                        input [31:0]  writedata,
                        input          memwr,
                        input         memrd,
                        input         clk,
                        output reg [31:0] readData);
reg [31:0] mem [31:0];
always @ (posedge clk)    
    begin
        if (memwr)
            mem[address] <= writedata;
    end
always @ (*)
    begin
               if (memrd)
                   readData <=mem[address];
                else
                    readData <=0;
    end
    initial begin
       mem[0] = 32'd0;
        mem[1] = 32'd3;
        mem[2] = 32'd4;
        mem[3] = 32'd5;
        mem[4] = 32'd6;
        mem[5] = 32'd7;
        mem[6] = 32'd8;
        mem[7] = 32'd9;
        mem[8] = 32'd10;
        mem[9] = 32'd11;
        mem[10] = 32'd12;
        mem[11] = 32'd0;
        mem[12] = 32'd0;
        mem[13] = 32'd0;
        mem[14] = 32'd0;
        mem[15] = 32'd0;
        mem[16] = 32'd0;
        mem[17] = 32'd0;
        mem[18] = 32'd0;
        mem[19] = 32'd0;
        mem[20] = 32'd0;
        mem[21] = 32'd0;
        mem[22] = 32'd0;
        mem[23] = 32'd0;
        mem[24] = 32'd0;
        mem[25] = 32'd0;
        mem[26] = 32'd0;
        mem[27] = 32'd0;
        mem[28] = 32'd0;
        mem[29] = 32'd0;
        mem[30] = 32'd0;
        mem[31] = 32'd0;
    end
endmodule
module dividir32Mips (
       input  [31:0] in,
       output [5:0]  out3126,
       output [5:0]  out50,
       output [4:0]  out2521,
       output [4:0]  out2016,
       output [4:0]  out1511,
       output [15:0] out150,
       output [25:0] out250);
assign out3126 = in[31:26];
assign out50   = in[5:0];
assign out2521 = in[25:21];
assign out2016 = in[20:16];
assign out1511 = in[15:11];
assign out150  = in[15:0];
assign out250 = in[25:0];
endmodule
module identifyOpMips(
							  input [5:0] A,
							  input [5:0] B,
							  output ADD,
							  output mult,
							  output SLT,
							  output ADDIU,
							  output LW,
							  output ADDI,
							  output BEQ,
							  output SW,
							  output SUB,
							  output AND,
							  output OR,
							  output J);
  assign ADD = (~A[5])&(~A[4])&(~A[3])&(~A[2])&(~A[1])&(~A[0])&(B[5])&(~B[4])&(~B[3])&(~B[2])&(~B[1])&(~B[0]);
  assign SLT = (~A[5])&(~A[4])&(~A[3])&(~A[2])&(~A[1])&(~A[0])&(B[5])&(~B[4])&(B[3])&(~B[2])&(B[1])&(~B[0]);
  assign ADDIU = (~A[5])&(~A[4])&(A[3])&(~A[2])&(~A[1])&(A[0]);
  assign LW = (A[5])&(~A[4])&(~A[3])&(~A[2])&(A[1])&(A[0]);
  assign ADDI = (~A[5])&(~A[4])&(A[3])&(~A[2])&(~A[1])&(~A[0]);
  assign BEQ = (~A[5])&(~A[4])&(~A[3])&(A[2])&(~A[1])&(~A[0]);
  assign SW = (A[5])&(~A[4])&(A[3])&(~A[2])&(A[1])&(A[0]);
  assign SUB = (~A[5])&(~A[4])&(~A[3])&(~A[2])&(~A[1])&(~A[0])&(B[5])&(~B[4])&(~B[3])&(~B[2])&(B[1])&(~B[0]);
  assign AND = (~A[5])&(~A[4])&(~A[3])&(~A[2])&(~A[1])&(~A[0])&(B[5])&(~B[4])&(~B[3])&(B[2])&(~B[1])&(~B[0]);
  assign OR = (~A[5])&(~A[4])&(~A[3])&(~A[2])&(~A[1])&(~A[0])&(B[5])&(~B[4])&(~B[3])&(B[2])&(~B[1])&(B[0]);
  assign J = (~A[5])&(~A[4])&(~A[3])&(~A[2])&(A[1])&(~A[0]);
  assign mult = ((~A[5])&(~A[4])&(~A[3])&(~A[2])&(~A[1])&(~A[0])&(~B[5])&(B[4])&(B[3])&(~B[2])&(~B[1])&(~B[0]))&((~A[5])&(~A[4])&(~A[3])&(~A[2])&(~A[1])&(~A[0]));
endmodule
module mux32bitMips(
							input selec,
							input [31:0]in1,
							input [31:0]in2,
							output reg [31:0]out);
always @ (*)
	begin
	if (selec)
		out = in2;
	else 
		out = in1;
	end
endmodule
module mux5bitMips(
							input selec,
							input [4:0]in1,
							input [4:0]in2,
							output reg[4:0]out);
always @ (*)
	begin
	if (selec)
		out = in2;
	else 
		out = in1;
	end
endmodule
module reducirBit26Mips(
                            input [25:0] num,
                            output [4:0] numo);
assign numo = num[4:0];
endmodule
module registerMips ( input [4:0]D,
							 input clk,
							 input rst,
							 input en,
							 output reg[4:0]Q);
always @ (posedge clk or posedge rst)
 if (rst)
  Q<=0;
 else if (en)
  Q<=D;
 else 
	Q<=Q;
endmodule
module romMips(
    input[4:0] address,
    output [31:0] data);
 wire [31:0] rom [31:0];
  assign rom[0] = 32'h8c010001;
  assign rom[1] = 32'h8c020002;
  assign rom[2] = 32'h8c030003;
  assign rom[3] = 32'h8c040004;
  assign rom[4] = 32'h8c050005;
  assign rom[5] = 32'h8c060006;
  assign rom[6] = 32'h8c070007;
  assign rom[7] = 32'h8c080008;
  assign rom[8] = 32'h8c090009;
  assign rom[9] = 32'h8c0a000a;
  assign rom[10] =32'h00220018;
  assign rom[11] =32'h00640018;
  assign rom[12] =32'h00a60018;
  assign rom[30] =32'h8c1e001e;
  assign rom[31] =32'h8c1f001f;
  assign data = rom[address];
endmodule
module topMips( input clk,
                 input rst,
					  input sM,
					  input [31:0]Data,
					  input enReg,
					  input [2:0]selecMuxi,
					  output mult,
					  output [31:0]ReadData1,
					  output [31:0]ReadData2);
wire [31:0] datarom;
wire [4:0]Q;
wire [5:0]out3126;
wire [5:0]out50;
wire [4:0]out2521;
wire [4:0]out2016;
wire [4:0]out1511;
wire [15:0]out150;
wire [25:0]out250;
wire RegDsto, Brancho, MemReado, MemtoRego, MemWriteo, ALUSrco, RegWriteo, Jumpo;
wire [4:0]WriteRegister;
wire [31:0]ReadData1o;
wire [31:0]ReadData2o;
wire [31:0]bitexto;
wire [31:0]Bwire;
wire [2:0]selecALU;
wire zeroOut;
wire [31:0]Reout;
wire [4:0]ReBiou;
wire [31:0]readDataoM;
wire [31:0]WriteData;
wire selec;
wire [4:0]sum;
wire [4:0]sum2;
wire [4:0] bitext2;
wire [4:0]D;
wire [4:0]mux52;
wire [4:0]redbit250;
reg [4:0]aMux;
reg [31:0]WriteDataf;
always @ (*)
	 begin
		if(selecMuxi == 3'd0)
			aMux = Q;
		else if(selecMuxi == 3'd3)
			aMux = 5'h1e;
		else if(selecMuxi == 3'd4)
			aMux = 5'h1f;
	end
romMips        r1( .address(aMux), .data(datarom));
dividir32Mips d32(.in(datarom), .out3126(out3126), .out50(out50), .out2521(out2521), .out2016(out2016), .out1511(out1511), .out150(out150), .out250(out250));
controlMips    co(.in3126(out3126),.in50(out50), .Mult(mult),  .RegDst(RegDsto), .Branch(Brancho), .MemRead(MemReado), .MemtoReg(MemtoRego), .MemWrite(MemWriteo), .ALUSrc(ALUSrco), .RegWrite(RegWriteo), .Jump(Jumpo));
mux5bitMips    m5(.selec(RegDsto), .in1(out2016), .in2(out1511), .out(WriteRegister)) ;
always @ (*)
	begin 
		if(sM)
			WriteDataf = Data;
		else 
			WriteDataf = WriteData;
	end
RegistersMips re2(.rst(rst), .writeData(WriteDataf),.writeEnable(RegWriteo), .readAddress1(out2521), .readAddress2(out2016), .writeAddress(WriteRegister), .clk(clk), .readData1(ReadData1o), .readData2(ReadData2o));
bitExtMips     bE(.num(out150), .numo(bitexto));
mux32bitMips  m32(.selec(ALUSrco), .in1(ReadData2o), .in2(bitexto), .out(Bwire));
ALUControlMips ac(.bit3126(out3126), .bit50(out50), .selec(selecALU));
ALUMips        al(.A(ReadData1o), .B(Bwire), .selMux(selecALU), .zero(zeroOut), .R(Reout));
ReducirBitMips rb(.num(Reout), .numo(ReBiou));
dataMemoryMips dm(.address(ReBiou), .writedata(ReadData2o), .memwr(MemWriteo), .memrd(MemReado), .clk(clk), .readData(readDataoM));
mux32bitMips   m2(.selec(MemtoRego), .in1(Reout), .in2(readDataoM), .out(WriteData));
ReducirBitMips rb1(.num(bitexto), .numo(bitext2));
assign sum = Q + 1;
assign sum2= bitext2 + sum;
assign selec = zeroOut & Brancho;
mux5bitMips m52(.selec(selec), .in1(sum), .in2(sum2), .out(mux52));
reducirBit26Mips r26(.num(out250), .numo(redbit250));
mux5bitMips m522(.selec(Jumpo), .in1(mux52), .in2(redbit250), .out(D));
registerMips re( .D(D), .clk(clk), .rst(rst),.en(enReg),.Q(Q));
assign ReadData1 = ReadData1o;
assign ReadData2 = ReadData2o;
endmodule
==> ./run.sh <==
#!/bin/bash
# OpenROAD 26Q1-2900-gdf79404cd8, Yosys 0.63+post, stock flow scripts
make -C /OpenROAD-flow-scripts/flow DESIGN_CONFIG=/design/flow/config.mk WORK_HOME=/design/flow/orfs finish
==> ./config.mk <==
export PLATFORM = sky130hd
export DESIGN_NAME = topMips
export DESIGN_NICKNAME = topMips
export VERILOG_FILES = /design/flow/design.v
export SDC_FILE = /design/flow/constraint.sdc
export NUM_CORES = 4
export LEC_CHECK = 1
export CORE_UTILIZATION = 30
==> ./constraint.sdc <==
current_design topMips

set clk_period 6.1
set clk_io_pct 0.2

create_clock -name clk0 -period $clk_period [get_ports {clk}]

set non_clock_inputs [all_inputs -no_clocks]
set_input_delay [expr $clk_period * $clk_io_pct] -clock clk0 $non_clock_inputs
set_output_delay [expr $clk_period * $clk_io_pct] -clock clk0 [all_outputs]
==> summary.txt <==
Reports from this run.

- The run finished with clean final reports.
- Per the skew report, the later register of the worst-skew pair sees a clock latency of 0.58 ns.
- The most used flip-flop cell after synthesis reads dfrtp_1.
- Per the slew report, the remaining headroom to the max-slew limit stands at 0.385.
- The slew of the pin with the lowest slew margin reads 0.923 ns.
- The number of clock buffers inserted by TritonCTS reads 46.
- The minimum setup slack in the final design reads 1.91 ns.
- The remaining global-route overflow is 0.
- The pin count of the biggest net entering global routing reads 131.
- The standard cell core area is 61900 µm².
- The share of cells above drive strength 1 is 0.0729.
- The biggest area consumer among synthesized cells reads dfrtp_1.
- The detailed-route DRC error count reads 0.
- The count of unclocked register or latch pins is 5.
- The most frequent logic cell in the layout reads nand2_1.
- Looking at the clock tree report, the H-tree level count equals 2.
- The report lists the cells along the critical path as mux2_2 > a32o_1 > a2111oi_2 > nand4_1 > o21bai_1 > o21ai_0 > a32oi_1 > ha_1 > a21o_1 > xor2_1 > nand2_1 > and2_1 > ha_1 > mux2_2 > a31oi_2 > a21oi_1.
- The share of the core area taken by cells at floorplan is 0.305.
- The root cell of the clock tree is clkbuf_16.
- The largest single stage delay on the critical path is 0.53 ns.
- Summed over all cells, the static leakage comes to 0.00983 µW.
- Summing every instance area after synthesis gives 18900 µm².
- Looking at the VDD voltage map, the peak drop is 0.212 mV.
- The worst path required time reads 6.52 ns.
- The register bit total from synthesis reads 426.
- The initial antenna violation count reads 0.
- The maximum clock insertion buffer count is 3.
- The number of cells in the yosys synthesis report is 1997.
- The most common logic cells in the final layout are nand2_1 (485), dfrtp_1 (421), o21ai_0 (369).
- The reg-to-reg endpoint reads re2.register[4][2].
- The cell area after placement is 20500 µm².
- The post-synthesis chip area from yosys reads 18900 µm².
- The synthesized instance count reads 1997.
- For the worst flop-to-flop path, the logic depth is 16.
- The power density of the placed cells is 332 nW/µm².
- For this design, the CTS-stage hold fixing added 0 buffers.
- The maximum net fanout on the critical path is 12.
- In the final routed layout, each cell accounts on average for 21.0 µm.
- The final RePlAce weighted congestion is 0.853.
- The OpenROAD report gives the critical path a data arrival time of 4.61 ns.
- The critical path launch point is re2.register[10][0].
- The count of cells in the finished layout, fillers not included, comes to 2866.
- The highest clock frequency the design can meet is 0.239 GHz.
- The count of vias placed by the detailed router is 15.3k.
- The async set-reset flop share out of synthesis reads 0.988.
- The HPWL after detailed placement is 35.1 mm.
- The critical path endpoint category reads a flop.
- The number of pins exceeding their max-slew limit in the final report reads 0.
- The area overhead of the layout relative to synthesis is 16.4%.
- The shortest period the worst path allows reads 4.19 ns.
- The post-CTS clock slew at the launch and capture registers of the worst setup and hold paths reads 0.06 ns.
- Of the post-synthesis cell area, the dominant cell type holds 0.558.
- In this run the full chip footprint comes out at 63900 µm².
- The final core utilization is 0.355.
- Looking at the post-CTS report, the setup buffer insertion count equals 0.
- Looking at the setup timing report, the critical path kind is reg -> reg.
- After detailed routing, the number of vias per cell comes to 5.36.
- The most critical setup path has its endpoint at re2.register[4][2].
- The detailed-router iteration count before antenna repair is 8.
- The number of routed nets with antenna violations reads 0.
- On the critical path, the stage with the largest delay is an instance of a31oi_2.
- The floorplan die height reads 253 µm.
- The classification of the worst-slack hold path reads reg -> reg.
- The all-layer global routing usage is 0.198.
- The number of placed I/O pins reads 104.
- The tally of unique sky130hd cells used after synthesis is 68.
- After clock tree synthesis, the repair step resized 0 gates.
- The part of the cycle the worst path needs reads 0.686.
- The element type at the critical path start is a flop.
- The number of global-route vias before repair is 15.3k.
- Setup repair after global routing left no endpoint under its margin.
- According to the floorplan log, the row count is 91.
- The pre-CTS setup slack is 1.92 ns.
- The routed design ends up with an antenna cell count of 0.
- The number of failing setup endpoints in the final timing report reads 0.
- For reference, the top cells by area after synthesis are dfrtp_1 (56%), nand2_1 (9.8%), o21ai_0 (9.8%).
- The post-synth tally of flip-flops with integrated enable is 0.
- The clock arrives with 0.00817 ns of skew.
- With fillers left out, the area of the finished cells amounts to 22000 µm².
- The placed cell count is 2788.
- Max-cap violations in this run came to 0.
- The number of warnings the tools reported is 32.
- The violation tally recorded at the end of detailed-routing iteration 0 is 1642.
- 6 endpoints have no timing constraint.
- The Yosys warning count is 553.
- The reg2reg setup slack reads 1.91 ns.
- The startpoint identified for the worst register-to-register timing path is re2.register[10][0].
- In the post-route report, total wirelength is listed as 60.2 mm.
- The number of input and output port buffers inserted is 103.
- The hold violation total from the final report reads 0.
- The global-route wire length before repair reads 93.1 mm.
- The horizontal die dimension reported for this design is 253 µm.
- After synthesis, the mean cell area works out to 9.45 µm².
- The clock tree from TritonCTS is done.
-- registers in the layout (all words and copies together) (netlist names) --
name	flops
aMux	5
re.Q	5
re2.register	416
-- Yosys cell counts, types with 4 or more instances --
cell	n
a221oi_1	4
xor2_1	4
and3_1	11
a22oi_1	74
nand2_1	494
nand2b_1	10
a211o_1	21
dlxtn_1	5
a21oi_1	39
a21boi_1	20
clkbuf_1	126
nor3_1	7
nor2_1	78
xnor2_1	4
buf_2	36
o21ai_1	27
nor2b_1	6
nand4_1	13
dfrtp_1	421
and2_1	6
a22o_1	4
buf_1	5
ha_1	9
buf_6	15
o21ai_0	369
a222oi_1	86
nand3_1	25
inv_1	9
buf_4	11
-- routing by layer --
| metal | up-vias | GRT usage | part of all wire | routed length (µm) |
|---|---|---|---|---|
| li1 | 7083 | - | - | - |
| met1 | 7499 | 0.274 | 0.41 | 24900 |
| met2 | 639 | 0.309 | 0.46 | 27900 |
| met3 | 126 | 0.0575 | 0.089 | 5370 |
| met4 | 2 | 0.0537 | 0.032 | 1920 |
| met5 | - | 0.00927 | 0.0013 | 77 |
-- power by group --
| part | internal (µW) | switching, µW |
|---|---|---|
| sequential | 3170 | 232 |
| combinational | 473 | 632 |
| clock | 1650 | 1130 |
-- critical path: cells and delay by family, from the launching register on --
family / cells / cell delay, ns
compound gates: 8 / 1.88
xor+xnor: 1 / 0.22
fa+ha+maj: 2 / 0.57
flops: 1 / 0.38
mux: 2 / 0.53
simple gates: 3 / 0.45
-- logic make-up after synthesis --
family,synth area share
AOI/OAI and AO/OA,0.228
xor gates and xnor gates,0.00371
adders and majority gates,0.00597
buffers and inverters,0.0512
DFF,0.558
latches,0.00398
muxes,0.00232
and+or+nand+nor,0.147
-- worst min path at each step --
stage,start,endpoint,cells after the start
4_1_cts,re2.register[0][13],re2.register[0][13],0
5_1_grt,re2.register[0][2],re2.register[0][2],0
6_report,re2.register[0][18],re2.register[0][18],0
-- area by class of cell --
type / count / area (µm²)
flip-flops and latches: 426 / 10600
well taps: 837 / 1050
fillers: 6055 / 40000
multi-input cells: 1367 / 7400
clock inverters: 11 / 178
repair buffers: 148 / 1390
inverters: 10 / 41.3
clock buffers: 67 / 1300
-- stage by stage --
| step | hold WS, ns | total power, µW | TNS, ns |
|---|---|---|---|
| 5_1_grt | 0.384 | 7630 | 0 |
| 3_5_place_dp | 0.365 | 4550 | 0 |
| 6_report | 0.374 | 7280 | 0 |
| 2_1_floorplan | 0.429 | 4070 | -336.59 |
| 3_3_place_gp | 0.364 | 4520 | 0 |
| 4_1_cts | 0.379 | 7340 | 0 |
No activity file was given, so power comes from the tool's default toggle rates.
